==> /design/flow/design.v <==
`timescale 1ns / 1ps
module debouncing(
    input RAW,
    input CLK,
    output reg CLEAN,
    output LED_RAW,
    output LED_BOUNCE
    );
    reg [26:0] counter;
    wire TC;
    assign LED_RAW = RAW;
    assign LED_BOUNCE = RAW & ~CLEAN; 
    always @(posedge CLK) begin
        if(~RAW)
            counter <= 27'b0;
        else if (!TC)
            counter <= counter + 1'b1;
        end
    assign TC = (counter == 27'b111111111111111111111111111);
    always@(posedge CLK) begin
        if(~RAW)
            CLEAN <= 1'b0;
        else if (TC)
            CLEAN <= 1'b1;
        end
endmodule
`timescale 1ns / 1ps
module top_debouncer_basys3(
    input  CLK,         
    input  btn0,
    output [2:0] LED  
);
    wire CLEAN, LED_RAW, LED_BOUNCE;
    debouncing uut (.RAW(btn0),.CLK(CLK),.CLEAN(CLEAN),.LED_RAW(LED_RAW),.LED_BOUNCE(LED_BOUNCE));
    assign LED[0] = CLEAN;        
    assign LED[1] = LED_RAW;      
    assign LED[2] = LED_BOUNCE;   
endmodule
==> /design/flow/run.sh <==
#!/bin/bash
# OpenROAD 26Q1-2900-gdf79404cd8, Yosys 0.63+post, stock flow scripts
make -C /OpenROAD-flow-scripts/flow DESIGN_CONFIG=/design/flow/config.mk WORK_HOME=/design/flow/orfs finish
==> /design/flow/config.mk <==
export PLATFORM = sky130hd
export DESIGN_NAME = top_debouncer_basys3
export DESIGN_NICKNAME = top_debouncer_basys3
export VERILOG_FILES = /design/flow/design.v
export SDC_FILE = /design/flow/constraint.sdc
export NUM_CORES = 4
export LEC_CHECK = 1
export CORE_AREA = 10 10 104 104
export DIE_AREA = 0 0 114 114
==> /design/flow/constraint.sdc <==
current_design top_debouncer_basys3

set clk_period 6.8
set clk_io_pct 0.2

create_clock -name clk0 -period $clk_period [get_ports {CLK}]

set non_clock_inputs [all_inputs -no_clocks]
set_input_delay [expr $clk_period * $clk_io_pct] -clock clk0 $non_clock_inputs
set_output_delay [expr $clk_period * $clk_io_pct] -clock clk0 [all_outputs]
==> flow_summary.ini <==
; physical design summary
[power_and_ir_drop]
power_frac_seq = 0.630
powerDensity_mw_per_mm2 = 161.0
power_switching_mw = 0.05664
p_clk_frac = 0.333
p_comb_frac = 0.037
swShare = 0.2133
peakVddDrop_v = 0.00006153
internal_power_mw = 0.2089
p_leak_nw = 0.5421

[die]
rows = 34
die_h_um = 114
die_x_um = 114
die_area_mm2 = 0.01300
fp-utilization = 0.1707
pin_count = 5
core_area_mm2 = 0.008678

[critical_path]
critPathCaptureType = output port
critPathMaxFanout = 27
r2r_slack_ps = 4780
worst_setup_path_start_kind = input pin
rr_endpoint = uut.counter[19]
reg2regPathDepth = 5
path_class = in -> out
worstPathRequired_ps = 5440
rr_startpoint = uut.counter[16]
worstPathArrival_ps = 3320
crit_start = btn0

[routing]
viasPerCell = 4.366
postRouteWirelength_mm = 2.971
ant_nets = 0
drtIter0Drc = 63
drt_first_pass_iters = 4
drc = 0
vias = 1218
wl_per_cell_um = 10.65
n_antenna_cell = 0

[yosys]
largest_area_cell = dfxtp_1
topCellsByArea = dfxtp_1, xnor2_1, a21oi_1
adder_share = 0.008446
topCombFamilyByArea = simple AND/OR/NAND/NOR gates
synth.avg_cell_area_um2 = 8.613
synth_flop_count = 28
yosys-stat-area_mm2 = 0.001481
mux_area_frac = 0
synth-simple-area-share = 0.3674
top_area_frac = 0.3784
syn_inst = 172
aoi_share = 0.1191
ys.warnings.count = 1
postSynthSeqShare = 0.3784
ys_cells = 172
synth_area_mm2 = 0.001481
xor_share = 0.08868
synth_cell_types = 38

[grt]
grt_pass1_wl_mm = 5.181
grt_max_degree = 28
grt-ovfl-total = 0
grt_antenna_before_repair = 0
grt_usage = 0.04557
first_global_vias = 1133

[clock_network]
cts.sinks = 28
clk_pin_slew_ps = 90
cts_resized = 0
clk_latency_ps = 270
numCtsBuffers = 3
htreeDepth = 1
cts_root_buffer = clkbuf_8
clock_path_buffers = 2
cts_hold_buffers = 0
post-cts-setup-buffers = 0
cts_tree = yes

[final_timing]
maxSlewHeadroom = 0.4836
period_minus_slack_ps = 4684
fmax_ghz = 0.2135
fin_skew_ps = 5.150
rsz0062_at_grt = false
holdWs_ps = 488.9
finalSetupTns_ps = 0
finalMaxSlewViolations = 0
worstMarginPinSlew_ps = 769.9
finalClockPeriodUsage = 0.6888
setup_viol = 0
hold_viol = 0

[min_path]
hp-start = uut.counter[1]
min_to = uut.counter[1]
hold_path_class = reg -> reg
whs_path_depth = 2

[layout]
syn_to_final_growth_pct = 11.32
drive_gt1_frac = 0.09357

[flow_run]
max_cap_viol_count = 0
warnings = 25

[outcome]
status = finished, final reports clean

[place]
hpwl_mm = 2.150
port_buffers = 4
gp_congestion = 0.7880
## logic make-up after synthesis
kind of cell / after synthesis
and+or+nand+nor: 87
xor gates and xnor gates: 15
buffers and inverters: 10
DFF: 28
AOI/OAI and AO/OA: 31
adders and majority gates: 1
## cells in the mapped netlist
library cell   n
nor3_1         5
nand4b_1       2
and3_1         2
a31oi_1        3
nand2_1       13
inv_1          1
and4_2         2
and2_1         1
nor4_4         3
a21oi_1       17
nand2b_1       1
xnor2_1       13
xor2_1         2
or4_1          1
o21ai_0        1
and2b_1        1
nor3_4         1
buf_4          3
or3_4          1
nand4_1        5
or3_1          4
o41ai_1        1
a211oi_1       2
o21ai_1        4
clkinv_1       1
clkbuf_1       4
buf_6          1
dfxtp_1       28
and2_4         1
nor2_1        22
or2_2          1
o311ai_1       1
nand3_1       14
o31ai_1        2
ha_1           1
nor4_1         3
nand4_4        1
nand4_2        3
## stage by stage
step	cell area, µm²	power [mW]	cells	worst slack [ps]	utilization
3_3_place_gp	1608	0.1810	276	2067	0.1853
3_5_place_dp	1608	0.1810	276	2084	0.1853
5_1_grt	1649	0.2758	279	1922	0.1900
4_1_cts	1649	0.2697	279	2079	0.1900
2_1_floorplan	1481	0.1780	172	3519	-
6_report	1649	0.2655	279	2116	0.1900
## power by group through the flow
stage,clock network (mW),registers [mW],logic (mW)
final,0.0884,0.167,0.00989
after global routing,0.0971,0.168,0.0110
after CTS,0.0924,0.167,0.0100
## placed cells by master, fill, tap and decap left out, types with 2 or more instances in the layout
cell / count
nand3_1: 14
and4_2: 2
nor2_1: 22
and3_1: 2
nor3_1: 5
xnor2_1: 13
o31ai_1: 2
clkbuf_8: 3
a31oi_1: 3
nand4b_1: 2
a211oi_1: 2
nor4_1: 3
nor4_4: 3
a21oi_1: 17
clkdlybuf4s50_1: 4
nand2_1: 13
o21ai_1: 4
xor2_1: 2
nand4_2: 3
or3_1: 4
dfxtp_1: 28
nand4_1: 5
## worst max-delay path: stages
cell and delay [ps]:
clkdlybuf4s50_1 550, clkinv_1 640, nor2_1 260, clkdlybuf4s50_1 500
## how the worst max path moves through the flow
stage	end	slack, ps	cells after the start
CTS	LED[2]	2080	4
finish	LED[2]	2120	4
global route	LED[2]	1920	4
## sequential cells by signal, indices dropped and copies added (netlist names)
signal / count
uut.CLEAN: 1
uut.counter: 27
## area by class of cell
| class | instances | area, µm² |
|---|---|---|
| Fill cell | 981 | 7029 |
| Multi-Input combinational cell | 134 | 864.6 |
| Sequential cell | 28 | 560.5 |
| Tap cell | 108 | 135.1 |
| Clock buffer | 3 | 41.29 |
| Timing Repair Buffer | 4 | 40.04 |
| Inverter | 2 | 7.507 |
## routing by layer
layer | vias up | global-route usage | part of all wire
met5 | - | 0 | 0
met4 | 0 | 0.005848 | 0.0047
met3 | 2 | 0.008506 | 0.019
met2 | 7 | 0.07973 | 0.51
met1 | 582 | 0.05832 | 0.47
li1 | 627 | - | -
Power is estimated from default activity; no workload was simulated.
